**flow/config.mk**
```make
export PLATFORM = sky130hd
export DESIGN_NAME = alu
export DESIGN_NICKNAME = alu
export VERILOG_FILES = /design/flow/design.v
export SDC_FILE = /design/flow/constraint.sdc
export NUM_CORES = 4
export LEC_CHECK = 1
export CORE_UTILIZATION = 40
```
**flow/constraint.sdc**
```tcl
current_design alu

set clk_period 9.4
set clk_io_pct 0.2

create_clock -name clk0 -period $clk_period

set non_clock_inputs [all_inputs -no_clocks]
set_input_delay [expr $clk_period * $clk_io_pct] -clock clk0 $non_clock_inputs
set_output_delay [expr $clk_period * $clk_io_pct] -clock clk0 [all_outputs]
```
**flow/design.v**
```verilog
package picoMIPS_package;
parameter DATA_WIDTH = 8;
parameter ADDR_WIDTH = 5;
parameter PMEM_WIDTH = 5;
parameter INST_WIDTH = 6;
typedef enum logic [INST_WIDTH-1:0] {
  ADD,       
  ADI,       
  MUL,       
  MLI,       
  NXX,       
  LXX        
} inst_t;
endpackage
module alu # (
  parameter DATA_WIDTH = 8
)(
  result,
  A,
  B,
  ctrl
);
output logic signed [DATA_WIDTH-1:0] result;
input logic signed [DATA_WIDTH-1:0] A, B;
input logic [2:0] ctrl;
logic signed [(2*DATA_WIDTH)-1:0] mult;
always_comb begin
  result = B;
  case (ctrl)
    3'b001: result = B;
    3'b010: result = A + B;
    3'b100: result = mult[(2*DATA_WIDTH)-2:DATA_WIDTH-1];
    default: result = B;
  endcase
end
assign mult = A * B;
endmodule
```
**flow/run.sh**
```bash
#!/bin/bash
# OpenROAD 26Q1-2900-gdf79404cd8, Yosys 0.63+post, stock flow scripts
make -C /OpenROAD-flow-scripts/flow DESIGN_CONFIG=/design/flow/config.mk WORK_HOME=/design/flow/orfs finish
```
==> summary.rpt <==
FLOW METRICS REPORT
----------------------------------------------------
[Logic synthesis]
  Largest cells by area ........................ sky130_fd_sc_hd__fa_1 39%, sky130_fd_sc_hd__ha_1 15%, sky130_fd_sc_hd__inv_1 10%
  Chip area in the Yosys report ........................ around 0.0026 mm2
  Post-synthesis cell count ........................ ~300
  Biggest area consumer among synthesized cells ........................ sky130_fd_sc_hd__fa_1
  Cell with the most instances after synthesis ........................ sky130_fd_sc_hd__inv_1
  Number of library cell types mapped by synthesis ........................ 37
  Number of cells in the yosys synthesis report ........................ about 300
  Average footprint of a synthesized cell ........................ a little under 9 um2
  Number of warnings reported in the yosys synthesis log ........................ 1
  Top post-synthesis cells by count ........................ 73 x sky130_fd_sc_hd__inv_1, 51 x sky130_fd_sc_hd__fa_1, 37 x sky130_fd_sc_hd__and2_1
  Synthesized cell area ........................ roughly 0.0026 mm2
  Post-synthesis sequential area ratio ........................ 0%
  Area share of the leading cell type in the synthesized netlist ........................ between 30% and 40%

[Power and ir drop]
  Final Power ........................ about 510 uW
  Power density normalized to cell area ........................ 171.3 mW/mm2
  Worst vdd ir ........................ about 0.24 mV
  Static Leakage ........................ 1.490 nW

[Setup path]
  Series of cell instances along the critical path ........................ clkdlybuf4s50_1, ha_1, inv_1, fa_1, inv_1, fa_1, fa_1, inv_1, fa_1, inv_1, ha_1, o211ai_1, nand2_1, and4_1, a211o_1, xnor2_1, a221o_1, clkdlybuf4s50_1
  Crit start category ........................ primary input
  Buffers plus inverters on the worst setup path ........................ 6
  Crit path max-delay family ........................ adder cells
  Worst Path Class, Setup ........................ in -> out
  Crit-path max FO ........................ 9
  Origin of the worst setup path ........................ B[4]
  Critical path data arrival time ........................ between 7 and 8 ns
  Crit. End Element ........................ primary output
  Stage delay of the slowest cell on the critical path ........................ approximately 0.64 ns
  WP data required ........................ 7.52 ns
  Slowest cell on the critical path ........................ sky130_fd_sc_hd__clkdlybuf4s50_1

[Timing]
  Relative slew margins ........................ between 50 and 60%
  Part of the cycle the worst path needs ........................ between 90 and 100%
  Total setup violations reported at the end of the flow ........................ 0
  Tightest Pin Transition ........................ slightly above 0.6 ns
  Summed negative setup slack over all endpoints ........................ 0 ns
  Number of failing hold endpoints at the final stage ........................ 0
  Slew Limit Fails ........................ 0
  Smallest setup slack after layout ........................ around 0.45 ns
  Minimum clock period ........................ approximately 9.0 ns
  Upper clock frequency limit ........................ 111.7 MHz
  Hold Slack ........................ between 5 and 6 ns
  RSZ-0062 raised after global routing ........................ false

[Routing]
  Initial drt markers ........................ 62
  Vias per Instance ........................ 4.899
  Routed WL per cell ........................ between 10 and 15 um
  First-pass DRT Iterations ........................ 4
  Total number of vias ........................ 1979
  ANT nets after route ........................ 0
  Final WL ........................ roughly 5.4 mm
  Count of inserted antenna diode cells ........................ 0
  DRC violations left ........................ 0

[Finish]
  Footprint of the flip-flops and latches ........................ 0 um2
  Clock buffer instance count of the final layout ........................ 0
  Fraction of final layout cells with drive strength greater than 1 ........................ about 2.4%
  Area of all placed cells without fillers ........................ roughly 0.003 mm2
  Sequential cells ........................ 0
  Utilization after layout ........................ around 47%
  Number of standard cells in the layout, taps in and fillers out ........................ 404
  Synth-to-Final Area Change ........................ 13.42%
  Fillers ........................ between 600 and 700

[Outcome]
  Result of the run ........................ finished, final reports clean

[Floorplan]
  Area of the die ........................ 0.006948 mm2
  Chip height ........................ 83.36 um
  I/O Pins ........................ 27
  Area of the core region ........................ about 0.0064 mm2
  Number of placement rows ........................ 29
  Initial cell density of the core ........................ about 41%
  Die Wd ........................ around 83 um

[GRT]
  Aggregate global routing overflow ........................ 0
  Largest net degree at the start of global routing ........................ 12
  Number of global-route vias before repair ........................ between 2000 and 2500
  Global-route wire length before repair ........................ just under 10 mm
  Antenna violations before repair ........................ 0
  Overall track demand over capacity in global routing ........................ a little under a fifth

[Worst hold path]
  Capture endpoint of the worst hold path ........................ result[4]
  Instance count along the most critical hold path ........................ 5
  Startpoint of the lowest-slack hold path ........................ ctrl[0]
  Hold crit path type ........................ in -> out

[Placement]
  RD Place Congestion ........................ around 0.83
  HPWL after DPL ........................ around 4.8 mm
  Buffers on Ports ........................ 27
  Placed cell count ........................ about 400
  Placed cell areas ........................ approximately 0.0030 mm2
  Placement-stage worst setup slack ........................ 0.4305 ns

[Run]
  Warning total across the stage logs ........................ 32
  Number of max-capacitance violations reported ........................ 0

[Clock tree]
  Setup Fix Bufs, Post-CTS ........................ 0
  Hold buffers post-CTS ........................ 0
  # resized after CTS ........................ 0

----------------------------------------------------
-- where the power goes --
part	internal, mW	total [mW]	switching (mW)
clock	0	0	0
sequential	0	0	0
combinational	0.229	0.514	0.285
total	0.229	0.514	0.285
-- per-layer routing --
layer	global-route usage, %	vias up	part of all wire, %
li1	-	993	-
met1	26.74	962	45
met2	32.86	22	52
met5	0	-	0
met3	1.615	2	1.7
met4	0.7837	0	0.57
-- layout make-up --
| cell class | count | area, um2 | area share, % |
|---|---|---|---|
| Multi-Input combinational cell | 226 | 2355 | 78.42 |
| Tap cell | 77 | 96.34 | 3.208 |
| Inverter | 73 | 274.0 | 9.125 |
| Timing Repair Buffer | 28 | 277.8 | 9.250 |
-- cells by family (layout without fill, tap and decap cells) --
| group | Yosys count | after routing | synth area share [%] |
|---|---|---|---|
| simple gates | 84 | 84 | 18.15 |
| fa+ha+maj | 83 | 83 | 53.69 |
| buf+inv | 77 | 101 | 11.06 |
| compound gates | 40 | 40 | 10.78 |
| xor+xnor | 18 | 18 | 5.955 |
| mux | 1 | 1 | 0.3781 |
-- cells in the final DEF (no fill, tap or decap), drive strengths merged, types with 2 or more instances in the layout --
cell / instances
a22oi: 5
a21o: 5
o21a: 3
nor3: 5
a21oi: 10
nand2: 17
nand2b: 2
o31ai: 2
a221oi: 2
and2: 37
fa: 51
nor2: 8
ha: 32
xor2: 6
and3: 2
xnor2: 12
a221o: 2
nor3b: 2
nor2b: 7
and4: 2
inv: 73
clkdlybuf4s50: 27
o21ai: 6
-- worst max-delay path by stage --
stage,slack [ns],cells after the start,endpoint
4_1_cts,0.41,18,result[7]
5_1_grt,0.22,16,result[7]
6_report,0.45,18,result[7]
No activity file was given, so power comes from the tool's default toggle rates.
