===== design.v =====
package picoMIPS_package;
parameter DATA_WIDTH = 8;
parameter ADDR_WIDTH = 5;
parameter PMEM_WIDTH = 5;
parameter INST_WIDTH = 6;
typedef enum logic [INST_WIDTH-1:0] {
  ADD,       
  ADI,       
  MUL,       
  MLI,       
  NXX,       
  LXX        
} inst_t;
endpackage
module counter #(parameter n = 24)  
  (input logic fastclk, output logic clk);
logic [n-1:0] count;
always_ff @(posedge fastclk)
  count <= count + 1;
assign clk = count[n-1];  
endmodule

===== run.sh =====
#!/bin/bash
# OpenROAD 26Q1-2900-gdf79404cd8, Yosys 0.63+post, stock flow scripts
make -C /OpenROAD-flow-scripts/flow DESIGN_CONFIG=/design/flow/config.mk WORK_HOME=/design/flow/orfs finish

===== config.mk =====
export PLATFORM = sky130hd
export DESIGN_NAME = counter
export DESIGN_NICKNAME = counter
export VERILOG_FILES = /design/flow/design.v
export SDC_FILE = /design/flow/constraint.sdc
export NUM_CORES = 4
export LEC_CHECK = 1
export CORE_AREA = 10 10 100 100
export DIE_AREA = 0 0 110 110

===== constraint.sdc =====
current_design counter

set clk_period 5.4
set clk_io_pct 0.2

create_clock -name clk0 -period $clk_period [get_ports {fastclk}]

set non_clock_inputs [all_inputs -no_clocks]
set_input_delay [expr $clk_period * $clk_io_pct] -clock clk0 $non_clock_inputs
set_output_delay [expr $clk_period * $clk_io_pct] -clock clk0 [all_outputs]

==> impl_metrics.env <==
# physical design summary
export IMPL_portBuffers=1
export IMPL_via_count_of_the_first_global_routing_pass=543
export IMPL_crit_chain="clkdlybuf4s50_1"
export IMPL_share_of_final_layout_standard_cells_stronger_than_drive_strength_1_pct=9.09
export IMPL_routed_wl_microns=1250
export IMPL_fillerInstances=861
export IMPL_tritoncts="done"
export IMPL_max_slew_margin_rel_pct=66.7
export IMPL_clock_tree_htree_level_count=1
export IMPL_ff_latch_area_sq_um=480
export IMPL_floorplan_die_area_sq_um=12100
export IMPL_report_final_setup_viol=0
export IMPL_p_leak_uw=0.000335
export IMPL_final_hold_viol_count=0
export IMPL_layout_area_overhead_vs_synth_pct=21.4
export IMPL_io_pins=2
export IMPL_post_drt_wl_per_cell_microns=6.56
export IMPL_cts_reportedPaths_clkPinSlew_ns=0.08
export IMPL_critical_path_required_ns=4.32
export IMPL_clk_insertion_delay_late_ns=0.26
export IMPL_totalPowerFinal_uw=294
export IMPL_critPathKind="reg -> out"
export IMPL_yosys_warnings=1
export IMPL_netlist_area_sq_um=901
export IMPL_largest_register_ff_count=24
export IMPL_setup_reg_to_reg_worst_slack_ns=3.95
export IMPL_drv_cap=0
export IMPL_critical_path_depth=1
export IMPL_initCoreUtil_pct=11.5
export IMPL_vias=545
export IMPL_cts_repair_resized=0
export IMPL_drt_iter0_markers=15
export IMPL_crit_arrival_ns=1.09
export IMPL_worst_r2r_endpoint="count[18]"
export IMPL_top_achievable_clock_speed_mhz=462
export IMPL_reg_largest_list="count x24"
export IMPL_last_weighted_congestion_value_of_the_routability_driven_placer=0.706
export IMPL_finalSetupTns_ns=0
export IMPL_logic_area_sq_um=417
export IMPL_final_cell_mix="dfxtp_1, xnor2_1, nand3_1, nand2_1, nand4_1"
export IMPL_die_w_microns=110
export IMPL_die_height_microns=110
export IMPL_run_status="finished clean"
export IMPL_setup_clock_skew_after_layout_ns=0.00449
export IMPL_hold_path_depth=1
export IMPL_grt_overflow_total=0
export IMPL_worst_ir_drop_vdd_v=0.0000945
export IMPL_grt_start_max_net_pins=14
export IMPL_synthesized_area_divided_by_synthesized_cell_count_sq_um=10.9
export IMPL_cts_sink_count=24
export IMPL_globalRouteTotalUtil_pct=2.17
export IMPL_number_of_unique_standard_cell_types_used_by_synthesis=15
export IMPL_hpwl_microns=832
export IMPL_launch_point_of_the_worst_reg_to_reg_path="count[0]"
export IMPL_cp_max_fo=2
export IMPL_startpoint_type="register"
export IMPL_via_per_inst=2.87
export IMPL_antenna_diode_count=0
export IMPL_cellPowerDensity_nw_per_um2=269
export IMPL_min_period_over_period_pct=40.1
export IMPL_rr_worst_depth=5
export IMPL_log_warning_count=25
export IMPL_number_of_buffers_inserted_during_clock_tree_synthesis=3
export IMPL_timing_critical_path_to="clk"
export IMPL_first_pass_grt_wire_length_microns=2270
export IMPL_setup_repair_after_global_routing_missed_its_margin="no"
export IMPL_ys_seq_share_pct=53.3
export IMPL_flip_flop_and_latch_count_after_synthesis=24
export IMPL_antenna_found_initial=0
export IMPL_ys_area_sq_um=901
export IMPL_critical_path_max_stage_delay_ns=0.47
export IMPL_final_layout_top_logic_cell="dfxtp_1"
export IMPL_coreArea_sq_um=7810
export IMPL_synthCells=83
export IMPL_yosysCellCount=83
export IMPL_worst_setup_path_end_kind="output port"
export IMPL_worst_slew_pin_transition_ns=0.497
export IMPL_cts_setup_buffers=0
export IMPL_cell_with_the_biggest_individual_delay_on_the_critical_path="clkdlybuf4s50_1"
export IMPL_timing_critical_path_buf_inv=1
export IMPL_placementRows=32
export IMPL_drt_pass1_iterations=4
export IMPL_post_route_min_period_ns=2.17
export IMPL_timing_final_max_slew_violations=0
export IMPL_antenna_violating_nets_post_route=0
export IMPL_max_clock_path_buffers=2
export IMPL_clk_root_buffer_cell="clkbuf_8"
export IMPL_cts_hold_fix_buffers=0
export IMPL_cp_top_delay_family="buffers and inverters"
export IMPL_critPathLaunch="count[23]"
export IMPL_hp_class="reg -> reg"
export IMPL_detail_route_drc_violations=0
export IMPL_largest_register="count"
export IMPL_fin_worst_hold_slack_ns=0.412
==> how the worst min path moves through the flow <==
stage / to / slack (ns) / start
after CTS: count[0] / 0.42 / count[0]
final: count[0] / 0.41 / count[0]
after global routing: count[0] / 0.46 / count[0]
==> per-stage QoR <==
step	area (sq um)	cells	setup slack (ns)	utilization (%)
finish	1090	190	3.23	14.0
floorplan	901	83	4.02	-
detailed placement	1040	186	3.53	13.3
CTS	1090	190	3.22	14.0
global placement	1040	186	3.52	13.3
global route	1090	190	3.19	14.0
==> Yosys cell counts <==
master   number  share of area [%]
and3_1        4                2.8
xor2_1        4                3.9
nand2_1       7                2.9
xnor2_1      18                 17
ha_1          1                1.4
nand3_1       9                5.0
nand4_1       6                4.2
and3_2        1               0.83
nand3_2       1                1.1
nor2_1        2               0.83
dfxtp_1      24                 53
inv_1         1               0.42
and2b_4       1                1.1
and4_1        3                2.9
nor3_4        1                1.8
==> cell families (layout without fill, tap and decap cells) <==
group                    count (synthesis)  count (layout)  share of synthesized area, %
buffers and inverters                    1               6                         0.416
AND/OR/NAND/NOR                         35              35                          23.5
flip-flops                              24              24                          53.3
XOR/XNOR                                22              22                          21.4
adder cells (fa/ha/maj)                  1               1                          1.39
==> layer usage <==
layer / vias to the layer above / track usage [%] / share of wire [%]
li1: 293 / - / -
met3: 2 / 0.588 / 1.5
met5: - / 0 / 0
met1: 246 / 2.77 / 54
met2: 4 / 3.60 / 41
met4: 0 / 0.465 / 2.7
==> final cells by class <==
class	count	share of cell area [%]
clock buffer	4	5.03
inverter	1	0.343
timing repair buffer	1	0.915
tap	102	11.7
sequential	24	43.9
multi-input combinational	58	38.1
==> where the power goes <==
group	switching [uW]	leakage [uW]	internal, uW
sequential	0	0.000193	177
combinational	0	0.000113	0
clock	52.2	0.0000288	64.9
Power figures rest on the tool's default switching activity, not on a simulated workload.
